--- ./run.sh ---
#!/bin/bash
# OpenROAD 26Q1-2900-gdf79404cd8, Yosys 0.63+post, stock flow scripts
make -C /OpenROAD-flow-scripts/flow DESIGN_CONFIG=/design/flow/config.mk WORK_HOME=/design/flow/orfs finish
--- ./config.mk ---
export PLATFORM = sky130hd
export DESIGN_NAME = deco_alu
export DESIGN_NICKNAME = deco_alu
export VERILOG_FILES = /design/flow/design.v
export SDC_FILE = /design/flow/constraint.sdc
export NUM_CORES = 4
export LEC_CHECK = 1
export CORE_AREA = 10 10 74 74
export DIE_AREA = 0 0 84 84
--- ./constraint.sdc ---
current_design deco_alu

set clk_period 2.8
set clk_io_pct 0.2

create_clock -name clk0 -period $clk_period [get_ports {LD}]

set non_clock_inputs [all_inputs -no_clocks]
set_input_delay [expr $clk_period * $clk_io_pct] -clock clk0 $non_clock_inputs
set_output_delay [expr $clk_period * $clk_io_pct] -clock clk0 [all_outputs]
--- ./design.v ---
module deco_alu(LD, A, B, S, R, Z, N, C, V);
    input logic LD;
    input logic [(2-1):0] A;
    input logic [(2-1):0] B;
    input logic [3:0] S;
    output logic [6:0] R;
    output logic Z, N, C, V;
    logic [(2-1):0] input_A;
    logic [(2-1):0] input_B;
    logic [3:0] input_S;
    always @(posedge LD) begin
        input_A <= A;
        input_B <= B;
        input_S <= S;
    end
    logic [(2-1):0] alu_result;
    ALU #(.NUM_BITS(2)) alu(
        .A(input_A),
        .B(input_B),
        .S(input_S),
        .R(alu_result),
        .Z(Z),
        .N(N),
        .C(C),
        .V(V)
    );
    bcd_deco deco(
        .NUM(alu_result),
        .SEG(R)
    );
endmodule
module bcd_deco(
	input logic [3:0] NUM,
	output logic [6:0] SEG
);
	always_comb begin
		case(NUM)
			4'b0000: SEG <= 7'b1000000;  
			4'b0001: SEG <= 7'b1111001;  
			4'b0010: SEG <= 7'b0100100;  
			4'b0011: SEG <= 7'b0110000;  
			4'b0100: SEG <= 7'b0011001;  
			4'b0101: SEG <= 7'b0010010;  
			4'b0110: SEG <= 7'b0000010;  
			4'b0111: SEG <= 7'b1111000;  
			4'b1000: SEG <= 7'b1111111;  
			4'b1001: SEG <= 7'b0011000;  
			4'b1010: SEG <= 7'b0001000;  
			4'b1011: SEG <= 7'b0000011;  
			4'b1100: SEG <= 7'b1000110;  
			4'b1101: SEG <= 7'b0100001;  
			4'b1110: SEG <= 7'b0000110;  
			4'b1111: SEG <= 7'b0001110;  
			default: SEG <= 7'b1111111;  
		endcase
	end
endmodule
module ALU
#(parameter NUM_BITS = 32)(A, B, S, R, N, Z, C, V);    
    input logic [(NUM_BITS-1):0] A;
    input logic [(NUM_BITS-1):0] B;
    input logic [3:0] S;
    output logic [(NUM_BITS-1):0] R;
    output logic N, Z, C, V;
    logic [(NUM_BITS-1):0] ARITH_RESULT;
    logic [(NUM_BITS-1):0] LOGIC_RESULT;
    logic ua_carry, ua_overflow;
    unidad_aritmetica #(.NUM_BITS(NUM_BITS)) UA(
        .A(A),
        .B(B),
        .S(S[2:0]),
        .R(ARITH_RESULT),
        .C(ua_carry),
        .V(ua_overflow)
    );
    unidad_logica #(.NUM_BITS(NUM_BITS)) UL(
        .A(A),
        .B(B),
        .S(S[2:0]),
        .R(LOGIC_RESULT)
    );
    assign R = S[3] ? LOGIC_RESULT : ARITH_RESULT;
    assign N = R[NUM_BITS-1];
    assign Z = ~|R;
    assign C = S[3] ? 1'b0 : ua_carry;
    assign V = S[3] ? 1'b0 : ua_overflow;
endmodule
module divisor
#(parameter NUM_BITS = 2)(A, B, S);
    input logic [(NUM_BITS-1):0] A;
    input logic [(NUM_BITS-1):0] B;
    output logic [(NUM_BITS-1):0] S;
    assign S = A / B;
endmodule
module modulo
#(parameter NUM_BITS = 2)(A, B, S);
    input logic [(NUM_BITS-1):0] A;
    input logic [(NUM_BITS-1):0] B;
    output logic [(NUM_BITS-1):0] S;
    assign S = A % B;
endmodule
module multiplicador
#(parameter NUM_BITS = 2)(A, B, S, C, V);
    input logic [(NUM_BITS-1):0] A;
    input logic [(NUM_BITS-1):0] B;
    output logic [(NUM_BITS-1):0] S;
    output logic C, V;
    logic [(NUM_BITS-1):0] co [(NUM_BITS-1):0];
    logic [(NUM_BITS-1):0] sum [(NUM_BITS-1):0];
    generate
        genvar i, j;
        for (i = 0; i < NUM_BITS; i = i+1) begin : array_multiplier 
            for (j = 0; j < NUM_BITS; j = j+1) begin : cols
                sumador_completo sumador_completo_i(
                    .Cin(i == 1'b0 ? 1'b0 : co[i-1][j]),
                    .A(j == 1'b0 ? 1'b0 :
                        (i == (NUM_BITS-1) ? co[i][j-1] :
                            sum[i+1][j-1])),
                    .B(A[j] && B[i]),
                    .Cout(co[i][j]),
                    .S(sum[i][j])
                );
            end
        end
    endgenerate
    logic [(NUM_BITS-1):0] P0;
    logic [(NUM_BITS-1):0] P1;
    assign P0 = sum[0];
    generate
        genvar k;
        for (i = 1; i <= NUM_BITS; i = i+1) begin : array_sum
            assign P1[i-1] = 
                (i == NUM_BITS ? co[NUM_BITS-1][NUM_BITS-1] : sum[i][NUM_BITS-1]);
        end
    endgenerate
    assign S = P0;
    assign C = |P1;
    assign V = C;
endmodule
module sumador
#(parameter NUM_BITS = 2)(Cin, A, B, S, C, V);
    input logic Cin;
    input logic [(NUM_BITS-1):0] A;
    input logic [(NUM_BITS-1):0] B;
    output logic [(NUM_BITS-1):0] S;
    output logic C, V;
    logic [(NUM_BITS-1):0] carry;
    generate
        genvar i;
        for (i = 0; i < NUM_BITS; i = i + 1) begin : sumador_n
            sumador_completo sumador_i(
                .Cin(i == 0 ? Cin : carry[i-1]),
                .A(A[i]),
                .B(B[i]),
                .Cout(carry[i]),
                .S(S[i])
            );
        end
    endgenerate
    assign C = carry[NUM_BITS-1];
    assign V = carry[NUM_BITS-1] ^ carry[NUM_BITS-2];
endmodule
module sumador_completo(Cin, A, B, Cout, S);
    input logic Cin;
    input logic A;    
    input logic B;    
    output logic Cout;
    output logic S;
    logic N0, N1, N2;
    assign N0 = A && B;
    assign N1 = A ^ B;
    assign N2 = N1 && Cin;
    assign Cout = N0 || N2;
    assign S = N1 ^ Cin;
endmodule
module sumador_restador
#(parameter NUM_BITS = 2) (Cin, A, B, S, C, V);
    input logic Cin;
    input logic [(NUM_BITS-1):0] A;
    input logic [(NUM_BITS-1):0] B;
    output logic [(NUM_BITS-1):0] S;
    output logic C, V;
    logic [(NUM_BITS-1):0] BXOR;
    generate
        genvar i;
        for (i = 0; i < NUM_BITS; i = i+1) begin : complement_b
            assign BXOR[i] = Cin ^ B[i];
        end
    endgenerate
    logic Co;
    sumador #(.NUM_BITS(NUM_BITS)) sumador (
        .Cin(Cin),
        .A(A),
        .B(BXOR),
        .S(S),
        .C(Co),
        .V(V)
    );
    assign C = Cin ^ Co;
endmodule
module unidad_aritmetica
#(parameter NUM_BITS = 2) (A, B, S, R, C, V);
    input logic [(NUM_BITS-1):0] A;
    input logic [(NUM_BITS-1):0] B;
    input logic [2:0] S;
    output logic [(NUM_BITS-1):0] R;
    output logic C, V;
    logic [(NUM_BITS-1):0] ADDR_RESULT; 
    logic [(NUM_BITS-1):0] MULT_RESULT;
    logic [(NUM_BITS-1):0] DIV_RESULT;
    logic [(NUM_BITS-1):0] MOD_RESULT;
    logic CTRL;
    assign CTRL = !S[2] && !S[1] && S[0];
    logic addr_carry, addr_overflow;
    sumador_restador #(.NUM_BITS(NUM_BITS)) sumador_restador(
        .Cin(CTRL),
        .A(A),
        .B(B),
        .S(ADDR_RESULT),
        .C(addr_carry),
        .V(addr_overflow)
    );
    logic mult_carry, mult_overflow;
    multiplicador #(.NUM_BITS(NUM_BITS)) multiplicador(
        .A(A),
        .B(B),
        .S(MULT_RESULT),
        .C(mult_carry),
        .V(mult_overflow)
    );
    divisor #(.NUM_BITS(NUM_BITS)) divisor(
        .A(A),
        .B(B),
        .S(DIV_RESULT)
    );
    modulo# (.NUM_BITS(NUM_BITS)) modulo(
        .A(A),
        .B(B),
        .S(MOD_RESULT)
    );
    mux_8 #(.INPUT_BITS(NUM_BITS)) op_selector(
        .E0(ADDR_RESULT),
        .E1(ADDR_RESULT),
        .E2(MULT_RESULT),
        .E3(DIV_RESULT),
        .E4(MOD_RESULT),
        .E5(0),
        .E6(0),
        .E7(0),
        .S(S),
        .F(R)
    );
    mux_8 #(.INPUT_BITS(1)) carry_selector(
        .E0(addr_carry),
        .E1(addr_carry),
        .E2(mult_carry),
        .E3(0),
        .E4(0),
        .E5(0),
        .E6(0),
        .E7(0),
        .S(S),
        .F(C)
    );
    mux_8 #(.INPUT_BITS(1)) overflow_selector(
        .E0(addr_overflow),
        .E1(addr_overflow),
        .E2(mult_overflow),
        .E3(0),
        .E4(0),
        .E5(0),
        .E6(0),
        .E7(0),
        .S(S),
        .F(V)
    );
endmodule
module AND_
#(parameter NUM_BITS = 2) (A, B, R);
	input logic [(NUM_BITS-1):0] A;
	input logic [(NUM_BITS-1):0] B;
	output logic [(NUM_BITS-1):0] R;
	assign R = A & B;
endmodule
module LSHIFT_
#(parameter NUM_BITS = 2)(A, B, R);
	input logic [(NUM_BITS-1):0] A;
	input logic [(NUM_BITS-1):0] B;
	output logic [(NUM_BITS-1):0] R;
	assign R = A << B;
endmodule
module OR_
#(parameter NUM_BITS = 2)(A, B, R);
	input logic [(NUM_BITS-1):0] A;
	input logic [(NUM_BITS-1):0] B;
	output logic [(NUM_BITS-1):0] R;
	assign R = A | B;
endmodule
module RSHIFT_
#(parameter NUM_BITS = 2)(A, B, R);
	input logic [(NUM_BITS-1):0] A;
	input logic [(NUM_BITS-1):0] B;
	output logic [(NUM_BITS-1):0] R;
	assign R = A >> B;
endmodule
module XOR_
#(parameter NUM_BITS = 2)(A, B, R);
	input logic [(NUM_BITS-1):0] A;
	input logic [(NUM_BITS-1):0] B;
	output logic [(NUM_BITS-1):0] R;
	assign R = A ^ B;
endmodule
module unidad_logica
#(parameter NUM_BITS = 2)(A, B, S, R);
    input logic [(NUM_BITS-1):0] A;
    input logic [(NUM_BITS-1):0] B;
    input logic [2:0] S;
    output logic [(NUM_BITS-1):0] R;
    logic [(NUM_BITS-1):0] AND_RESULT;
    logic [(NUM_BITS-1):0] OR_RESULT;
    logic [(NUM_BITS-1):0] XOR_RESULT;
    logic [(NUM_BITS-1):0] LSHIFT_RESULT;
    logic [(NUM_BITS-1):0] RSHIFT_RESULT;
    AND_ #(.NUM_BITS(NUM_BITS)) AND_GATE(
        .A(A),
        .B(B),
        .R(AND_RESULT)
    );
    OR_ #(.NUM_BITS(NUM_BITS)) OR_GATE(
        .A(A),
        .B(B),
        .R(OR_RESULT)
    );
    XOR_ #(.NUM_BITS(NUM_BITS)) XOR_GATE(
        .A(A),
        .B(B),
        .R(XOR_RESULT)
    );
    LSHIFT_ #(.NUM_BITS(NUM_BITS)) LSHIFT(
        .A(A),
        .B(B),
        .R(LSHIFT_RESULT)
    );
    RSHIFT_ #(.NUM_BITS(NUM_BITS)) RSHIFT(
        .A(A),
        .B(B),
        .R(RSHIFT_RESULT)
    );
    mux_8 #(.INPUT_BITS(NUM_BITS)) op_selector(
        .E0(AND_RESULT),
        .E1(OR_RESULT),
        .E2(XOR_RESULT),
        .E3(LSHIFT_RESULT),
        .E4(RSHIFT_RESULT),
        .E5(1'b0),
        .E6(1'b0),
        .E7(1'b0),
        .S(S),
        .F(R)
    );
endmodule
module mux_8
#(parameter INPUT_BITS = 2) (E0, E1, E2, E3, E4, E5, E6, E7, S, F);
    input logic [(INPUT_BITS-1):0] E0;
    input logic [(INPUT_BITS-1):0] E1;
    input logic [(INPUT_BITS-1):0] E2;
    input logic [(INPUT_BITS-1):0] E3;
    input logic [(INPUT_BITS-1):0] E4;
    input logic [(INPUT_BITS-1):0] E5;
    input logic [(INPUT_BITS-1):0] E6;
    input logic [(INPUT_BITS-1):0] E7;
    input logic [2:0] S;
    output logic [(INPUT_BITS-1):0] F;
    always_comb begin
        case(S)
            3'b000: F <= E0;
            3'b001: F <= E1;
            3'b010: F <= E2;
            3'b011: F <= E3;
            3'b100: F <= E4;
            3'b101: F <= E5;
            3'b110: F <= E6;
            3'b111: F <= E7;
        endcase 
    end
endmodule
==> results.rst <==
Metrics
=======

.. list-table::
   :header-rows: 1

   * - Metric
     - Value
   * - Drt wl/cell
     - 10.4 um
   * - Post-DP HPWL
     - 1500 um
   * - Crit-path max FO
     - 3
   * - Critical Path End
     - R[3]
   * - Crit path max-delay family
     - AND-OR/OR-AND gates
   * - Yosys warning tally
     - 21
   * - Number of warnings the tools reported
     - 33
   * - Critical path cell sequence
     - inv_2, ha_4, a22oi_2, ha_1, nor2b_4, a211o_2, a21oi_2, o22ai_2, buf_4, and2_4, buf_2
   * - Core region area
     - 3970 um^2
   * - Via/cell ratio
     - 4.19
   * - Hold Crit Class
     - input port to register
   * - Stages on worst setup path
     - 11
   * - Overall die area
     - 7060 um^2
   * - Peak Freq
     - 339 MHz
   * - TritonCTS clock tree
     - built
   * - Number of routed nets with antenna violations
     - 0
   * - Number of buffer and inverter instances along the worst setup path
     - 3
   * - Number of max-slew violations in the final report
     - 0
   * - CP Launch Type
     - register
   * - Global-route wire length before repair
     - 3350 um
   * - Number of cell instances after yosys synthesis
     - 91
   * - Area share of the leading cell type in the synthesized netlist
     - 20.2%
   * - Fill cell total of the finished layout
     - 410
   * - Post-cts hold buffer count
     - 0
   * - Number of instances in the placed design
     - 171
   * - Number of CTS-inserted buffers
     - 3
   * - Via count of the first global-routing pass
     - 781
   * - Buffer cell driving the clock tree root
     - sky130_fd_sc_hd__clkbuf_8
   * - Hold Violations, Final
     - 0
   * - Highest Signal Layer
     - met3
   * - Overall via count from detail_route
     - 750
   * - Number of setup violations in the final report
     - 10
   * - H-tree depth reported by CTS
     - 1
   * - Initial Utilization
     - 20.0%
   * - I/O pin cnt
     - 20
   * - PwrDens
     - 347 nW/um^2
   * - Run status
     - finished, violations left
   * - Dominant cell type by area after synthesis
     - sky130_fd_sc_hd__dfxtp_1
   * - Data required time of the critical path
     - 2240 ps
   * - Number of DRC violations after detailed-routing iteration 0
     - 26
   * - WS Path Type
     - register to output port
   * - Highest cell delay on the worst timing path
     - 320 ps
   * - Die X-Extent
     - 84 um
   * - Fin Setup TNS
     - -985 ps
   * - Met2 routed wirelength
     - 810 um
   * - CP max-delay cell
     - sky130_fd_sc_hd__dfxtp_2
   * - Router iterations before antenna repair
     - 4
   * - Final WL
     - 1860 um
   * - Minimum period implied by the final worst setup slack
     - 2950 ps
   * - Number of maximum-capacitance constraint violations
     - 0
   * - Diode count
     - 0
   * - Die outline height
     - 84 um
   * - Post-synthesis cell type count
     - 38
   * - Count of buffers inserted at the top-level ports
     - 18
   * - Met3 wire len
     - 99 um
   * - YS chip area
     - 795 um^2
   * - Unrepaired setup endpoints after global routing
     - yes
   * - Post-synth seq share
     - 20.2%
   * - Register bit count reported by yosys
     - 8
   * - Share of post-route cells with drive strength above 1
     - 44.2%
   * - Post-detailed-placement cell area
     - 1140 um^2
   * - Post-Synthesis Cell Area
     - 795 um^2
   * - Leading post-synthesis cells by cell area
     - sky130_fd_sc_hd__dfxtp_1 20%, sky130_fd_sc_hd__ha_1 16%, sky130_fd_sc_hd__nor2_1 5.7%
   * - Met1 Wirelength
     - 948 um
   * - Pin count of the biggest net entering global routing
     - 12
   * - Gpl congestion
     - 0.859
   * - Setup crit start
     - input_B[0]$_DFF_P_
   * - Synth-to-layout area growth
     - 55.3%
   * - Standard-cell rows
     - 23
   * - Leakage power of the design
     - 0.564 nW
   * - Data arrival time of the critical path
     - 2390 ps
   * - IR Drop Worst-Case VDD
     - 0.335 mV
   * - Failing checks
     - setup timing
   * - Final cell area excluding filler cells
     - 1230 um^2
   * - Final std cells w/o fill
     - 179
   * - GRT Resource Usage Total
     - 5.23%
   * - Clock buffer depth
     - 2
   * - Clk slew on worst S/H paths
     - 40 ps
   * - CP Capture Type
     - output port
   * - Mean cell area of the mapped netlist
     - 8.73 um^2
   * - Number of clock sinks
     - 8
   * - Worst setup margin
     - -147 ps
   * - DRC violation count after routing
     - 0
   * - Instance count of the mapped netlist
     - 91
   * - Initial antenna violation count
     - 0
   * - Fraction of the cycle the final worst path needs
     - 105%
   * - Aggregate global routing overflow
     - 0
==> through the flow <==
step | setup WS [ps] | utilization, % | power [W] | hold WS [ps]
2_1_floorplan | 53.7 | - | 0.000213 | 588
3_3_place_gp | -281 | 28.6 | 0.000287 | 1010
3_5_place_dp | -343 | 28.6 | 0.000289 | 1010
4_1_cts | -230 | 31.0 | 0.000434 | 770
5_1_grt | -264 | 31.1 | 0.000459 | 769
6_report | -147 | 31.1 | 0.000428 | 776
==> placed cells by master, fill, tap and decap left out, types with 3 or more instances in the layout <==
master and instances:
sky130_fd_sc_hd__a21oi_1 4, sky130_fd_sc_hd__dfxtp_1 3, sky130_fd_sc_hd__inv_1 6, sky130_fd_sc_hd__clkdlybuf4s50_1 10
sky130_fd_sc_hd__nor2b_1 3, sky130_fd_sc_hd__nand2b_1 4, sky130_fd_sc_hd__nor2_1 10, sky130_fd_sc_hd__clkbuf_8 3
sky130_fd_sc_hd__ha_1 9, sky130_fd_sc_hd__dfxtp_2 5, sky130_fd_sc_hd__buf_2 7, sky130_fd_sc_hd__buf_6 3
sky130_fd_sc_hd__buf_4 20
==> timing repair <==
item,4_1_cts,5_1_grt
setup buffers,6,0
resized,39,2
pin swaps,15,7
setup endpoints to repair,10,10
==> cell type report <==
class / count / area, um^2 / area share, %
multi-input combinational: 70 / 614 / 49.8
timing repair buffer: 40 / 319 / 25.9
sequential: 8 / 166 / 13.5
tap: 50 / 62.6 / 5.07
clock buffer: 3 / 41.3 / 3.35
inverter: 8 / 30.0 / 2.43
==> layer usage <==
metal  GRT usage (%)  vias up
li1                -      387
met1            7.35      344
met2            8.36       19
met3           0.787        0
met4           0.761        0
met5               0        -
==> power by group <==
group | total (W) | switching, W | leakage, nW | internal, W
Combinational | 0.000173 | 0.0000703 | 0.475 | 0.000102
Sequential | 0.000127 | 0.00000523 | 0.0675 | 0.000122
Clock | 0.000128 | 0.0000361 | 0.0216 | 0.0000923
Total | 0.000428 | 0.000112 | 0.564 | 0.000316
==> worst min path at each step <==
stage | from | endpoint | slack (ps) | depth (start not counted)
CTS | S[1] | input_S[1]$_DFF_P_ | 770 | 1
global route | A[1] | input_A[1]$_DFF_P_ | 770 | 1
finish | S[1] | input_S[1]$_DFF_P_ | 780 | 1
==> cell usage after synthesis (all sizes together) <==
| master | number |
|---|---|
| nand2 | 1 |
| or2 | 1 |
| a22oi | 1 |
| nand2b | 4 |
| and2 | 1 |
| o211a | 1 |
| xor2 | 1 |
| or3b | 1 |
| fa | 2 |
| a31oi | 1 |
| a311oi | 1 |
| ha | 10 |
| dfxtp | 8 |
| o2bb2ai | 1 |
| mux2i | 2 |
| inv | 8 |
| o32ai | 1 |
| o21bai | 2 |
| o22ai | 2 |
| nand4bb | 1 |
| buf | 5 |
| nor3b | 2 |
| a21oi | 6 |
| a211oi | 1 |
| xnor2 | 2 |
| nor2 | 12 |
| o31ai | 1 |
| mux2 | 1 |
| a211o | 2 |
| conb | 1 |
| nor3 | 1 |
| nor2b | 4 |
| and3 | 1 |
| o21ai | 2 |
==> kinds of logic (layout without fill, tap and decap cells) <==
group | count (synthesis) | after routing | share of synthesized area, %
buf+inv | 13 | 51 | 9.45
flops | 8 | 8 | 20.2
other cells | 1 | 1 | 0.472
xor+xnor | 3 | 3 | 3.31
fa+ha+maj | 12 | 12 | 20.8
mux | 3 | 3 | 3.94
compound gates | 22 | 22 | 20.5
simple gates | 29 | 29 | 21.4
==> sequential cells by signal, indices dropped and copies added (netlist names) <==
register / cells
input_A: 2
input_B: 2
input_S: 4
Power figures rest on the tool's default switching activity, not on a simulated workload.
