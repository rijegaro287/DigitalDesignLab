===== design/flow/run.sh =====
#!/bin/bash
# OpenROAD 26Q1-2900-gdf79404cd8, Yosys 0.63+post, stock flow scripts
make -C /OpenROAD-flow-scripts/flow DESIGN_CONFIG=/design/flow/config.mk WORK_HOME=/design/flow/orfs finish

===== design/flow/config.mk =====
export PLATFORM = sky130hd
export DESIGN_NAME = param_alu
export DESIGN_NICKNAME = param_alu
export VERILOG_FILES = /design/flow/design.v
export SDC_FILE = /design/flow/constraint.sdc
export NUM_CORES = 4
export LEC_CHECK = 1
export CORE_AREA = 10 10 80 80
export DIE_AREA = 0 0 90 90

===== design/flow/constraint.sdc =====
current_design param_alu

set clk_period 4.6
set clk_io_pct 0.2

create_clock -name clk0 -period $clk_period

set non_clock_inputs [all_inputs -no_clocks]
set_input_delay [expr $clk_period * $clk_io_pct] -clock clk0 $non_clock_inputs
set_output_delay [expr $clk_period * $clk_io_pct] -clock clk0 [all_outputs]

===== design/flow/design.v =====
module a_left_shifter #(parameter n = 8) (input [n-1:0] a, b, output [n-1:0] s); 
	assign s = a <<< b;
endmodule
module a_right_shifter #(parameter n = 8) (input signed [n-1:0] a, b, output signed [n-1:0] s); 
	assign s = a >>> b;
endmodule
module and_gate #(parameter n = 8) (input logic [n-1:0] a, b, output logic [n-1:0] c);
	assign c = a & b;
endmodule
module division #(parameter n = 8)(input logic [n-1:0] a, b, output logic [n-1:0] c);
	assign c = a / b;	
endmodule
module flag_carry(input logic cout, input logic [3:0] op,
												output logic _carry);
	logic condition_1;
	logic condition_2;
	not_gate #(1) carry_condition_1(op[1], condition_1);
	and_gate #(1) carry_condition_2(condition_1, op[3], condition_2);
	and_gate #(1) carry_condition_3(condition_2, cout, _carry);
endmodule
module flag_negative (input logic result_n, op, output logic negative);
	and_gate #(1) negative_condition(result_n, op, negative);
endmodule
module flag_overflow (input logic a, b, result_n,
													input logic [3:0] op,
												   output logic overflow);
	logic condition_1;
	logic condition_2;
	logic condition_3;
	logic condition_4;
	logic condition_5;
	logic condition_6;
	logic condition_7;
	xor_gate #(1) overflow_condition_1(a, b, condition_1);
	xor_gate #(1) overflow_condition_2(condition_1, op[0], condition_2);
	not_gate #(1) overflow_condition_3(condition_2, condition_3);
	xor_gate #(1) overflow_condition_4(a, result_n, condition_4);
	not_gate #(1) overflow_condition_5(op[1], condition_5);
	and_gate #(1) overflow_condition_6(condition_5, op[3], condition_6);
	and_gate #(1) overflow_condition_7(condition_3, condition_4, condition_7);
	and_gate #(1) overflow_condition_8(condition_6, condition_7, overflow);
endmodule
module flag_zero #(parameter n = 8) (input logic [n-1:0] result, output logic zero);
	assign zero = ~(result || result);
endmodule
module fulladder 
	#(parameter n = 8) 
		(input logic [n-1:0] a, b, 
		 input logic cin, 
		 output logic [n-1:0] c, 
		 output logic cout);
	assign {cout, c} = a + b + cin;	
endmodule
module l_left_shifter #(parameter n = 8) (input logic [n-1:0] a, b, output logic [n-1:0] s); 
	assign s = a << b;
endmodule
module l_right_shifter #(parameter n = 8) (input logic [n-1:0] a, b, output logic [n-1:0] s); 
	assign s = a >> b;
endmodule
module multiplexer_16_to_1
	#(parameter n=8) 
	(input logic [n-1:0] d0, d1, d2, d3, d4, d5, d6, d7,
								d8, d9, d10, d11, d12, d13, d14, d15,
	input logic [3:0] s, 
	output logic [n-1:0] y);
	logic [n-1:0] mux_4_1;
	logic [n-1:0] mux_4_2;
	logic [n-1:0] mux_4_3;
	logic [n-1:0] mux_4_4;
	multiplexer_4_to_1 #(n) multiplexer_4_to_1_1(d0, d1, d2, d3, s[1:0], mux_4_1);
	multiplexer_4_to_1 #(n) multiplexer_4_to_1_2(d4, d5, d6, d7, s[1:0], mux_4_2);
	multiplexer_4_to_1 #(n) multiplexer_4_to_1_3(d8, d9, d10, d11, s[1:0], mux_4_3);
	multiplexer_4_to_1 #(n) multiplexer_4_to_1_4(d12, d13, d14, d15, s[1:0], mux_4_4);
	multiplexer_4_to_1 #(n) multiplexer_4_to_1_result(mux_4_1, mux_4_2, mux_4_3, mux_4_4, 
															s[3:2], y);
endmodule
module multiplexer_2_to_1
	#(parameter n=8) 
	(input logic [n-1:0] d0, d1,
	input logic s, 
	output logic [n-1:0] y);
	assign y = s ? d1:d0;
endmodule
module multiplexer_4_to_1
	#(parameter n=8) 
	(input logic [n-1:0] d0, d1, d2, d3,
	input logic [1:0] s, 
	output logic [n-1:0] y);
	logic [n-1:0] mux_2_1;
	logic [n-1:0] mux_2_2;
	multiplexer_2_to_1 #(n) multiplexer_2_to_1_1(d0, d1, s[0], mux_2_1);
	multiplexer_2_to_1 #(n) multiplexer_2_to_1_2(d2, d3, s[0], mux_2_2);
	multiplexer_2_to_1 #(n) multiplexer_2_to_1_result(mux_2_1, mux_2_2, s[1], y);
endmodule
module multiplication #(parameter n = 8)(input logic [n-1:0] a, b, output logic [n-1:0] c);
	assign c = a * b;	
endmodule
module not_gate #(parameter n = 8) (input logic [n-1:0] a, output logic [n-1:0] c);
	assign c = ~a;
endmodule
module or_gate #(parameter n = 8) (input logic [n-1:0] a, b, output logic [n-1:0] c);
	assign c = a | b;
endmodule
module param_alu #(parameter n = 3) (input logic [n-1:0] a, b, 
												 input logic [3:0] s,
												 output logic [n-1:0] c,
												 output logic zero, negative, _carry, overflow);
	logic [n-1:0] not_b;
	logic [n-1:0] b_mux;
	logic [n-1:0] sum;
	logic [n-1:0] and_result;
	logic [n-1:0] or_result;
	logic [n-1:0] xor_result;
	logic [n-1:0] multi_result;
	logic [n-1:0] divi_result;
	logic [n-1:0] lrs_result;
	logic [n-1:0] lls_result;
	logic [n-1:0] ars_result;
	logic [n-1:0] als_result;
	logic cout;
	not_gate #(n) not_op(b, not_b);
	multiplexer_2_to_1 #(n) b_multiplexer(b, not_b, s[0], b_mux);
	fulladder #(n) adder(a, b_mux, s[0], sum, cout);
	and_gate #(n) and_op(a, b, and_result);
	or_gate #(n) or_op(a, b, or_result);
	xor_gate #(n) xor_op(a, b, xor_result);
	multiplication #(n) multi_op(a, b, multi_result);
	division #(n) divi_op(a, b, divi_result);
	l_right_shifter #(n) logic_right_shift_op(a, b, lrs_result);
	l_left_shifter #(n) logic_left_shift_op(a, b, lls_result);
	a_right_shifter #(n) aritmetic_right_shift_op(a, b, ars_result);
	a_left_shifter #(n) aritmetic_left_shift_op(a, b, als_result);
	multiplexer_16_to_1 #(n) op_selector(
													and_result,    
													or_result, 	   
													xor_result,    
													lls_result,    
													lrs_result,    
													0,             
													0,             
													0,             
													sum,           
													sum, 	         
													multi_result,  
													divi_result,   
													als_result,    
													ars_result,    
													0, 			   
													0, 			   
													s, 
													c);
	flag_zero #(n) zero_conditions(c, zero);
	flag_negative negative_conditions(c[n-1], s[3], negative);
	flag_carry carry_conditions(cout, s, _carry);
	flag_overflow overflow_conditions(a[n-1], b[n-1], sum[n-1], s, overflow);
endmodule
module xor_gate #(parameter n = 8) (input logic [n-1:0] a, b, output logic [n-1:0] c);
	assign c = a ^ b;
endmodule

==> writeup.txt <==
Floorplan core density: 0.204. The run gives 0.0714 as the total global routing track utilization. The mean cell area of the mapped netlist is 7.72 um^2, and the via count is 1,020. The run gives 1,022 for the via count of the first global-routing pass.

Pin count of the biggest net entering global routing: 24. With the die boundary height at 90 um, the top achievable clock speed is 0.225 GHz. Per the power-grid run, VDD falls by no more than 0.0250 mV. The ratio of cells with drive above 1 in the final layout came out at 0.335. For the tally of nets with antenna violations remaining after routing, the log shows 0. The run gives 0 for the initial antenna violation count. The net load switching power is 0.0000727 W, and the actual slew at the worst max-slew pin is 389 ps.

The worst setup path is of the in2out kind. The run gives 965 um^2 as the chip area line of the yosys report. The tools report the number of max-cap violations as 0. Detailed-route iteration 0 reported a violation count of 84. The final core utilization was 0.309; the via density per instance was 4.42.

The number of optimization iterations in the first detailed-route pass is 4, and the total cells reported by yosys after synthesis is 125. For the sequential area share after synthesis, the log shows 0. The first global-routing pass estimated 5050 um of wire.

The core region area is 4720 um^2. The worst setup path is captured at a primary output. The logs give 0 for the number of sequential storage elements and 3680 ps for the data required time at the worst endpoint. Synthesis produced a netlist whose cell count is 125. The final weighted congestion recorded by global placement is 0.923. The most common logic cells in the final layout are 27 x sky130_fd_sc_hd__buf_4, 16 x sky130_fd_sc_hd__ha_1, 10 x sky130_fd_sc_hd__clkdlybuf4s50_1. Power comes to 0.000160 W. The worst slew margin relative to its limit is 0.740.

The tools report the sequential cell fraction of total power as 0. The run gives 0.453 for the switching portion of total power. The leakage power total is 0.651 nW, and the top fanout value on the critical path is 8. The tools report the HPWL reported at the end of detailed placement as 2340 um.

The tally of OpenROAD warnings is 39, and the internal power consumption is 0.0000877 W. The logs give 0 for the power share of the clock group and 5 for the number of warnings reported in the yosys synthesis log. The placement report lists the number of port buffers as 17. The run gives 1.000 as the power share of the combinational group. The final timing report counts setup violations totalling 0.

Subtracting the final worst setup slack from the clock period gives 4440 ps. Counting endpoints that fail hold in the final report gives 0. The run gives 8100 um^2 for the overall chip area. The worst setup path is launched from a primary input. Number of antenna repair diodes: 0.

Row generation in the floorplan step produced 25 rows. The total wirelength of the detailed-routed design was 2950 um. The run finished with clean final reports. The DRC violation count after routing is 0, and the arrival time of data at the critical path endpoint is 3520 ps.

Counting the clock-network buffers in the layout gives 0. The run gives 110 nW/um^2 for the power per cell area. Type of the most critical hold path: in2out. The ratio of final minimum period to clock period works out to 0.966. The most common cell after layout, fill and taps aside was sky130_fd_sc_hd__buf_4.

The tools report the post-synthesis cell area as 965 um^2. The average routed wire per standard cell was 12.8 um. Pin placement for this block handled 17 I/O pins.

The count of hold-fix buffers inserted at cts is 0, and the remaining global-route overflow is 0. Measured along the x axis, the die boundary spans 90 um. For the distinct cell type count of the synthesized netlist, the log shows 45.

In the final layout, flip-flops and latches occupy 0 um^2. The final timing report lists a max-slew violation count of 0. Synthesis-to-layout area growth: 51.4%.
## cell type report
type                            instances  area [um^2]
Multi-Input combinational cell        108          971
Fill cell                             494         3260
Timing Repair Buffer                   46          368
Tap cell                               67         83.8
Inverter                               10         37.5
## through the flow
| step | hold WS, ps | TNS [ps] | area (um^2) | std cells | setup WS, ps |
|---|---|---|---|---|---|
| 2_1_floorplan | 1950 | 0 | 965 | 125 | 169 |
| 3_3_place_gp | 3040 | -1640 | 1380 | 229 | -817 |
| 3_5_place_dp | 3050 | -1660 | 1380 | 229 | -855 |
| 4_1_cts | 2800 | 0 | 1440 | 231 | 16.5 |
| 5_1_grt | 2740 | -0.689 | 1460 | 231 | -0.689 |
| 6_report | 2690 | 0 | 1460 | 231 | 156 |
## kinds of logic (layout without fill, tap and decap cells)
family                   after synthesis  in the layout  share of synthesized area
AND/OR/NAND/NOR                       42             42                      0.235
XOR/XNOR                               9              9                     0.0960
buffers and inverters                 17             56                     0.0856
multiplexers                           8              8                     0.0908
AND-OR/OR-AND                         30             30                      0.239
adder cells (fa/ha/maj)               19             19                      0.254
## metal layers
metal  GRT usage  share of wire
met5           0              0
met4     0.00398              0
met3     0.00754          0.037
met2       0.114           0.47
met1       0.105           0.50
## worst paths after layout
kind                  startpoint        to  cells past startpoint
worst min-delay path        a[2]  overflow                      5
worst max-delay path        a[0]      c[2]                     10
## timing repair
action,4_1_cts,5_1_grt
endpoints found under the hold margin,0,0
setup buffers,2,1
endpoints found under the setup margin,3,4
pin swaps,5,10
gates resized,26,15
## worst max-delay path, stage by stage
cell                              delay [ps]
sky130_fd_sc_hd__clkdlybuf4s50_1         500
sky130_fd_sc_hd__buf_4                   180
sky130_fd_sc_hd__mux2i_1                 120
sky130_fd_sc_hd__fa_1                    420
sky130_fd_sc_hd__xnor2_2                 240
sky130_fd_sc_hd__or3_1                   140
sky130_fd_sc_hd__nand3_1                 130
sky130_fd_sc_hd__o31ai_4                 270
sky130_fd_sc_hd__buf_4                   150
sky130_fd_sc_hd__clkdlybuf4s50_1         450
## power groups by stage
stage         Sequential [W]  Clock [W]  Combinational, W
CTS                        0          0          0.000152
global route               0          0          0.000179
finish                     0          0          0.000160
## synth_stat cells, types with 2 or more instances
cell type                  instances  area (um^2)
sky130_fd_sc_hd__ha_1             18          225
sky130_fd_sc_hd__inv_1            10         37.5
sky130_fd_sc_hd__nand2_1           9         33.8
sky130_fd_sc_hd__nor2_1            8         30.0
sky130_fd_sc_hd__nand2b_1          6         37.5
sky130_fd_sc_hd__mux2i_1           5         50.1
sky130_fd_sc_hd__a21oi_1           4         20.0
sky130_fd_sc_hd__nor3_1            4         20.0
sky130_fd_sc_hd__xnor2_1           4         35.0
sky130_fd_sc_hd__xor2_1            4         35.0
sky130_fd_sc_hd__a211oi_1          3         22.5
sky130_fd_sc_hd__a31oi_1           3         18.8
sky130_fd_sc_hd__buf_2             3         15.0
sky130_fd_sc_hd__o211ai_1          3         22.5
sky130_fd_sc_hd__or2_1             3         18.8
sky130_fd_sc_hd__buf_4             2         15.0
sky130_fd_sc_hd__mux2_2            2         22.5
sky130_fd_sc_hd__nand3_1           2         10.0
sky130_fd_sc_hd__nand3b_1          2         15.0
sky130_fd_sc_hd__nor2b_1           2         12.5
sky130_fd_sc_hd__o21ai_0           2         10.0
sky130_fd_sc_hd__o221a_1           2         22.5
sky130_fd_sc_hd__o32a_1            2         20.0
No activity file was given, so power comes from the tool's default toggle rates.
