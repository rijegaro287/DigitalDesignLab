[flow/config.mk]
export PLATFORM = sky130hd
export DESIGN_NAME = InstructionDecoder
export DESIGN_NICKNAME = InstructionDecoder
export VERILOG_FILES = /design/flow/design.v
export SDC_FILE = /design/flow/constraint.sdc
export NUM_CORES = 4
export LEC_CHECK = 1
export CORE_AREA = 10 10 70 70
export DIE_AREA = 0 0 80 80
[flow/design.v]
module InstructionDecoder(instruction,op,funct,cond,Rn,Rm,Rd,imm);
	input [31:0] instruction;
	output logic [1:0] op;
	output logic [5:0] funct;
	output logic [3:0] cond;
	output logic [3:0] Rn,Rm,Rd;  
	output logic [31:0] imm;  
	logic I; 
	always_comb begin
		case(op)
			2'b00: begin
				funct = instruction[25:20];
				Rn = instruction[19:16];
				Rd = instruction[15:12];
				if(I) begin
					imm = 32'(instruction[7:0]);
					Rm = 0;
				end
				else begin
					imm = 0;
					Rm = instruction[3:0];
				end
			end
			2'b01: begin
				funct = instruction[25:20];
				Rn = instruction[19:16];
				Rd = instruction[15:12];
				if(I)begin
					Rm = instruction[3:0];
					imm = 0;
				end
				else begin
					Rm = 0;
					imm = 32'(instruction[11:0]);
				end
			end
			2'b10: begin
				Rn = 0;
				Rd = 0;
				Rm = 0;
				funct = instruction[25:24];
				imm = 32'(signed'(instruction[23:0])) << 2;
			end
			default: begin
				Rm = 0;
				Rn = 0;
				Rd = 0;
				funct = 0;
				imm = 0;
			end
		endcase
	end
	assign op = instruction[27:26];
	assign cond = instruction[31:28];
	assign I = instruction[25];
endmodule 
[flow/run.sh]
#!/bin/bash
# OpenROAD 26Q1-2900-gdf79404cd8, Yosys 0.63+post, stock flow scripts
make -C /OpenROAD-flow-scripts/flow DESIGN_CONFIG=/design/flow/config.mk WORK_HOME=/design/flow/orfs finish
[flow/constraint.sdc]
current_design InstructionDecoder

set clk_period 3.4
set clk_io_pct 0.2

create_clock -name clk0 -period $clk_period

set non_clock_inputs [all_inputs -no_clocks]
set_input_delay [expr $clk_period * $clk_io_pct] -clock clk0 $non_clock_inputs
set_output_delay [expr $clk_period * $clk_io_pct] -clock clk0 [all_outputs]
==> flow_summary_export.csv <==
group,metric,value,unit
synthesis,yosys_area,674.4,um^2
setup_path,startpoint_type,"primary input",
flow_run,log.warning_count,32,
route,dr_wl_met2,1279,um
layout,post-route-util,0.4147,
placed_design,dp_hpwl,2668,um
pwr,pwr-share-clk,0,
placed_design,place_area,0.001416,mm^2
timing,rsz0062_at_grt,"false",
global_routing,grt_pass1_vias,849,
floorplanning,die_w,80,um
layout,final_layout_size_suffix_gt1_frac,0.06803,
route,drt-wirelength-per-cell,16.01,um
synthesis,yosysWarnings,1,
pwr,p_sw,0.04200,mW
route,diodes,0,
synthesis,post_synth_num_cell_types,21,
timing,hold_violations,0,
pwr,internal_power,0.1054,mW
route,routed_via_density,4.482,
min_path,min_path_cells,0,
synthesis,yosysCellCount,82,
timing,maxSlewHeadroom,0.6278,
layout,mi_logic_area,513.0,um^2
route,vias,865,
route,dr_wl_met3,482,um
min_path,hp-class,"primary input to output pin",
placed_design,dp.cells,193,
floorplanning,rows,21,
layout,regArea,0,um^2
timing,worst_slew_pin_slew,556.5,ps
cts,postCtsHoldBufs,0,
synthesis,synth_area,674.4,um^2
pwr,vdd_drop_max,0.04228,mV
layout,mostFrequentLayoutCell,"clkdlybuf4s50_1",
floorplanning,die-area,0.006400,mm^2
layout,ff_count,0,
timing,fin_crit,3149,ps
global_routing,antenna_found_initial,0,
floorplanning,fp.coreArea,0.003416,mm^2
timing,finalWorstSetupSlack,250.6,ps
route,drt_first_iter_violations,8,
pwr,netSwitchingFraction,0.2849,
route,wl_met1,1310,um
placed_design,pre_cts_slack,253.1,ps
cts,cts_setup_buffers,0,
setup_path,required,2720,ps
timing,fmax,317.5,MHz
pwr,power_frac_comb,1.000,
timing,fin_crit_sh,0.9263,
floorplanning,ioPinCount,88,
min_path,hold_start,"instruction[28]",
timing,setup_viol,0,
route,wl,3090,um
route,drt_first_pass_iters,3,
setup_path,crit_type,"primary input to output pin",
global_routing,grt_first_pass_wirelength,4560,um
floorplanning,initCoreUtil,0.1974,
global_routing,grtUsageTotal,0.08616,
timing,fin_tns_setup,0,ps
route,top_layer_used,"met4",
timing,drv_slew,0,
setup_path,cp.arrival,2470,ps
placed_design,portBuffers,80,
placed_design,gp_congestion,0.7937,
route,ant_nets,0,
layout,syn_to_final_growth,110.0,%
pwr,power_density,104.1,mW/mm^2
pwr,power_frac_seq,0,
cts,cts_resized,0,
flow_run,maxCapViolCount,0,
setup_path,worstPathMaxFanout,16,
layout,final_layout_top_logic_cells,"clkdlybuf4s50_1 (80), and2_1 (13), nor2b_1 (12)",
status,status,"finished clean",
timing,hold_slack,1360,ps
layout,fillers,345,
global_routing,grt_max_degree,27,
min_path,hold_end,"cond[0]",
synthesis,synthCells,82,
floorplanning,die_h,80,um
layout,final_cells,193,
setup_path,cp-end-kind,"output pin",
synthesis,ys_seq_share,0,
pwr,report.power.total,0.1474,mW
route,drc,0,
layout,finalInstanceArea,0.001416,mm^2
global_routing,grt_overflow_total,0,
pwr,leakage,0.5688,nW
layout,nClkBuffers,0,
synthesis,avgSynthCellArea,8.224,um^2
-- synth_stat cells --
| cell type | number | area [um^2] |
|---|---|---|
| a211o_1 | 6 | 52.55 |
| a22o_1 | 1 | 8.760 |
| a32o_1 | 4 | 40.04 |
| and2_1 | 13 | 81.33 |
| and3_1 | 2 | 12.51 |
| and4bb_1 | 9 | 112.6 |
| and4bb_2 | 3 | 37.54 |
| buf_2 | 2 | 10.01 |
| buf_4 | 13 | 97.59 |
| buf_6 | 3 | 33.78 |
| clkbuf_2 | 1 | 5.000 |
| clkbuf_4 | 1 | 7.510 |
| inv_1 | 2 | 7.510 |
| nand3b_1 | 1 | 7.510 |
| nor2_1 | 1 | 3.750 |
| nor2b_1 | 12 | 75.07 |
| nor2b_4 | 1 | 13.76 |
| nor3_1 | 1 | 5.000 |
| nor3b_1 | 4 | 30.03 |
| o21ai_0 | 1 | 5.000 |
| xor2_4 | 1 | 27.53 |
-- layout make-up --
type | count | area share
Timing Repair Buffer | 85 | 0.5919
Multi-Input combinational cell | 60 | 0.3622
Tap cell | 46 | 0.04064
Inverter | 2 | 0.005300
-- logic make-up (layout without fill, tap and decap cells) --
kind of cell,after synthesis,count (layout),share of synthesized area
AOI/OAI and AO/OA,12,12,0.1577
xor gates and xnor gates,1,1,0.04082
buffers and inverters,22,87,0.2393
and+or+nand+nor,47,47,0.5621
-- critical path, stage by stage --
cell and delay [ps]:
clkdlybuf4s50_1 820, and4bb_2 300, a211o_1 260, clkdlybuf4s50_1 410
-- power by group through the flow --
stage	clock (mW)	combinational, mW	sequential (mW)
4_1_cts	0	0.151	0
5_1_grt	0	0.162	0
6_report	0	0.147	0
-- metal layers --
layer	vias up	track usage
li1	415	-
met1	390	0.1036
met2	56	0.1477
met3	4	0.03295
met4	0	0.005282
met5	-	0
-- how the worst max path moves through the flow --
stage                   start  endpoint  slack, ps  cells past startpoint
global route  instruction[25]    imm[4]        140                      4
finish        instruction[25]    imm[2]        250                      4
CTS           instruction[25]    imm[2]        260                      4
Power figures rest on the tool's default switching activity, not on a simulated workload.
